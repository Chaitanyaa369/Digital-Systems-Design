### flow/design.v
`timescale 1ns / 1ps
module cpp_mul_8x8(
   input [7:0] mcand,
   input [7:0] mplr,
   output reg [15:0] prod 
    );
    wire [15:0] temp [3:0];
    cpp_mult U1(.mcand(mcand), .mplr(mplr[1:0]), .prod(temp[0]));
    cpp_mult U2(.mcand(mcand), .mplr(mplr[3:2]), .prod(temp[1]));
    cpp_mult U3(.mcand(mcand), .mplr(mplr[5:4]), .prod(temp[2]));
    cpp_mult U4(.mcand(mcand), .mplr(mplr[7:6]), .prod(temp[3]));
    reg [15:0] t [3:0];
    always @(*)
    begin
        t[0] = (mplr[1:0] == 2'b00) ? 16'h0000: {6'b0, temp[0]};
        t[1] = (mplr[3:2] == 2'b01) ? 16'h0000: {4'b0, temp[1],2'b0};
        t[2] = (mplr[5:4] == 2'b10) ? 16'h0000: {2'b0, temp[2],4'b0};
        t[3] = (mplr[7:6] == 2'b11) ? 16'h0000: {temp[3],6'b0};
        prod = t[0]+t[1]+t[2]+t[3];
    end    
endmodule
`timescale 1ns / 1ps
module cpp_mult(
input[7:0] mcand,
input[1:0] mplr,
output reg [9:0] prod
);
wire [9:0] temp [3:0];
assign temp[0][9:0] = 10'b00;
assign temp[1][9:8] = 2'b0;
assign temp[1][7:0] = mcand[7:0];
assign temp[2][9] = 1'b0;
assign temp[2][8:1] = mcand[7:0];
assign temp[2][0] = 1'b0;
assign temp[3][9:2] = mcand[7:0];
assign temp[3][1:0] = 2'b00;
always @(mplr)
begin
 case(mplr)
   0: prod = temp[0];
   1: prod = temp[1];
   2: prod = temp[2];
   3: prod = temp[3]; 
  endcase
end
endmodule
### flow/run.sh
#!/bin/bash
# OpenROAD 26Q1-2900-gdf79404cd8, Yosys 0.63+post, stock flow scripts
make -C /OpenROAD-flow-scripts/flow DESIGN_CONFIG=/design/flow/config.mk WORK_HOME=/design/flow/orfs finish
### flow/config.mk
export PLATFORM = sky130hd
export DESIGN_NAME = cpp_mul_8x8
export DESIGN_NICKNAME = cpp_mul_8x8
export VERILOG_FILES = /design/flow/design.v
export SDC_FILE = /design/flow/constraint.sdc
export NUM_CORES = 4
export LEC_CHECK = 1
export CORE_AREA = 10 10 105 105
export DIE_AREA = 0 0 115 115
### flow/constraint.sdc
current_design cpp_mul_8x8

set clk_period 6.3
set clk_io_pct 0.2

create_clock -name clk0 -period $clk_period

set non_clock_inputs [all_inputs -no_clocks]
set_input_delay [expr $clk_period * $clk_io_pct] -clock clk0 $non_clock_inputs
set_output_delay [expr $clk_period * $clk_io_pct] -clock clk0 [all_outputs]
==> impl_metrics.yaml <==
# physical design summary
sta:
  slew_headroom_pct: 74.9
  min_period_ps: 6120
  worst_pin_slew_ps: 375
  finalHoldViolations: 0
  slew_violations: 0
  rsz0062_at_grt: "false"
  max_freq_ghz: 0.163
  final-setup-viol-count: 0
  fin_crit_sh_pct: 97.1
  setup_ws_ps: 182
  hold_slack_ps: 3350
yosys:
  area_leaders: "ha_1 (19%), fa_1 (17%), mux2_2 (7.6%)"
  yosysUniqueCellTypes: 31
  synth_warnings: 4
  yosysCellCount: 183
  postSynthAreaPerCell_um2: 8.14
  yosys_area_um2: 1490
  netlist_area_um2: 1490
  top_area_share_pct: 19.3
  synth_cells: 183
  synth_seq_share_pct: 0
  synth_area_leader_cell: "ha_1"
worst_setup_path:
  cp_max_fo: 3
  cp_cell_sequence: "clkdlybuf4s50_1 > mux2_2 > a22o_1 > fa_1 > inv_1 > fa_1 > inv_1 > ha_4 > nand3_1 > o211ai_1 > a211oi_2 > xnor2_1 > clkdlybuf4s50_1"
  critPathRequiredTime_ps: 5040
  crit_start: "mcand[6]"
  cp-endpoint: "prod[14]"
  crit_path_end_kind: "primary output"
  cp-start-kind: "input port"
  cpPeakStageDelay_ps: 530
  crit_type: "in -> out"
  slowest_stage: "fa_1"
  cp.arrival_ps: 4860
drt:
  n_antenna_cell: 0
  final_antenna_net_count: 0
  first_pass_iters: 4
  via_count: 1387
  drt_iter0_drc: 84
  via_per_inst: 4.24
  drc_errors: 0
  wl_um: 3900
  wire_per_inst_um: 11.9
finish:
  lay_top_cells: "clkdlybuf4s50_1 (25), ha_1 (19), buf_4 (18)"
  clock_buffers: 0
  layout_top_cell_excl_fill_tap: "clkdlybuf4s50_1"
  seq_area_um2: 0
  drive_gt1_share_pct: 19.6
  final_cell_area_um2: 2110
  nFlopsAndLatches: 0
  area_growth_pct: 41.5
worst_hold_path:
  hp-class: "in -> out"
die:
  core_um2: 8760
  die_y_um: 115
  fp_util_pct: 17.0
  io_pins: 32
  die_w_um: 115
  rows: 34
  die_area_um2: 13200
grt:
  grt_max_degree: 11
  track_usage_pct: 5.43
  grt_pass1_vias: 1269
  grt_overflow: 0
  antenna_found_initial: 0
  grt_pass1_wl_um: 6220
placement:
  place_ws_ps: -213
  gp_congestion: 0.838
  hpwl_um: 3340
  placed_area_um2: 2030
  port-buffer-count: 32
job:
  drv_cap: 0
  log.warning_count: 34
clock_network:
  cts-hold-fix-buffers: 0
pwr:
  p_leak_nw: 1.02
  ir_worst_vdd_mv: 0.0426
  finalPower_w: 0.000252
  powerDensity_nw_per_um2: 120
status:
  outcome: "finished clean"
==> through the flow <==
| step | cells | setup TNS, ps | utilization, % |
|---|---|---|---|
| floorplan | 183 | 0 | - |
| global placement | 327 | -791 | 23.1 |
| detailed placement | 327 | -883 | 23.1 |
| CTS | 327 | 0 | 23.1 |
| global route | 327 | 0 | 24.1 |
| finish | 327 | 0 | 24.1 |
==> metal layers <==
layer | track usage (%) | routed length, um | part of all wire [%] | vias to the layer above
met3 | 0.686 | 138 | 3.5 | 0
met4 | 0 | 0 | 0 | 0
met1 | 8.83 | 2010 | 52 | 657
li1 | - | - | - | 708
met5 | 0 | 0 | 0 | -
met2 | 7.85 | 1750 | 45 | 22
==> cell usage after synthesis <==
library cell / count
and2_1: 1
mux2i_1: 10
o41ai_2: 1
o21bai_1: 1
nand3_2: 1
o21ai_0: 2
nor2b_1: 12
o2111a_2: 1
o21a_1: 1
xnor2_1: 6
nor2_1: 11
and3_1: 4
a211oi_1: 1
inv_1: 17
buf_2: 5
mux2_2: 10
nand2_1: 13
a22o_1: 9
xor2_1: 3
a22oi_1: 4
o221ai_1: 1
nand4b_1: 1
o211ai_1: 2
nor3_1: 5
fa_1: 13
clkbuf_1: 10
nand3_1: 7
and3b_1: 3
ha_1: 23
a21oi_1: 4
a21oi_2: 1
==> kinds of logic (layout without fill, tap and decap cells) <==
| group | count (synthesis) | in the layout | synth area share [%] |
|---|---|---|---|
| simple gates | 58 | 58 | 20.2 |
| fa+ha+maj | 36 | 36 | 36.8 |
| buf+inv | 32 | 68 | 8.48 |
| compound gates | 28 | 28 | 14.9 |
| mux | 20 | 20 | 14.3 |
| xor+xnor | 9 | 9 | 5.29 |
==> what timing repair did <==
action / CTS / global route
endpoints found under the setup margin: 6 / 6
gates resized: 2 / 17
pin swaps: 0 / 8
buffers inserted: 0 / 0
==> power breakdown <==
part,internal [W],switching [W]
clock network,0,0
logic,0.000144,0.000108
registers,0,0
==> worst max-delay path: cells and delay by family <==
kind,cells,cell delay (ps)
multiplexers,1,270
adder cells (fa/ha/maj),3,1320
XOR/XNOR,1,200
AND/OR/NAND/NOR,1,80
AND-OR/OR-AND,3,670
buffers and inverters,4,1040
==> cell type report <==
cell class / count / area [um^2]
repair buffers: 51 / 482
multi-input cells: 151 / 1430
fillers: 962 / 6660
well taps: 108 / 135
inverters: 17 / 63.8
==> worst min path at each step <==
stage,start,cells after the start,endpoint,slack [ps]
CTS,mplr[0],4,prod[1],3540
global route,mcand[2],3,prod[2],3380
finish,mcand[2],3,prod[2],3350
No activity file was given, so power comes from the tool's default toggle rates.
